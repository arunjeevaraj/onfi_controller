### flow/config.mk
export PLATFORM = sky130hd
export DESIGN_NAME = onfi_reg
export DESIGN_NICKNAME = onfi_reg
export VERILOG_FILES = /design/flow/design.v
export SDC_FILE = /design/flow/constraint.sdc
export NUM_CORES = 4
export LEC_CHECK = 1
export CORE_UTILIZATION = 40
### flow/run.sh
#!/bin/bash
# OpenROAD 26Q1-2900-gdf79404cd8, Yosys 0.63+post, stock flow scripts
make -C /OpenROAD-flow-scripts/flow DESIGN_CONFIG=/design/flow/config.mk WORK_HOME=/design/flow/orfs finish
### flow/design.v
module onfi_reg #(parameter MM_DATA_W = 32, MM_ADDR_W = 8)
(
  input mm_clk_i,                    
  input mm_rst_i,                    
  input mm_cyc_i,                    
  input mm_stb_i,                    
  input[MM_ADDR_W - 1:0] mm_addr_i,  
  input[MM_DATA_W - 1:0] mm_dat_i,   
  output[MM_DATA_W - 1:0] mm_dat_o,   
  input mm_we_i,                     
  output mm_ack_o,                   
  output mm_err_o,
  output[32-1:0] control_out
);
localparam[2:0] state_idle = 3'b000,
                state_valid = 3'b001,
                state_error = 3'b011 ;
reg[2:0] c_state;
reg[2:0] n_state;
reg[32-1:0] test_reg;
reg[32-1:0] status_reg;
reg[32-1:0] command_reg;
reg[32-1:0] test_reg_w;
reg[32-1:0] status_reg_w;
reg[32-1:0] command_reg_w;
wire valid_mm_rqst;
reg[MM_ADDR_W-1:0] addr_mm_rqst;
reg[MM_DATA_W-1:0] data_mm_rqst;
reg[MM_DATA_W-1:0] data_read;
assign valid_mm_rqst = mm_cyc_i && mm_stb_i ? 1'b1 : 0;
always @(posedge mm_clk_i) begin
  if (mm_rst_i == 1'b1)  begin 
    c_state      <= state_idle;
    test_reg     <= 32'b0;
    status_reg   <= 32'b0;
    command_reg  <= 32'b0;
  end else begin
    c_state      <= n_state;
    test_reg     <= test_reg_w;
    status_reg   <= status_reg_w;
    command_reg  <= command_reg_w;
  end
end
assign mm_ack_o = (c_state == state_valid && valid_mm_rqst)? 1'b1 : 0;
assign mm_err_o = (c_state == state_error && valid_mm_rqst)? 1'b1 : 0; 
assign mm_dat_o =  valid_mm_rqst ? data_read : 0;
assign control_out = command_reg;
always @(*) begin
     n_state = c_state;
    case(c_state)
        state_idle: begin
            n_state = valid_mm_rqst ? state_valid : state_idle;
        end
        state_valid: begin
            n_state = state_idle;
        end
        state_error: begin
            n_state = state_idle;
        end
        default: begin
            n_state = state_idle;
        end
    endcase
end
always @(*) begin
    data_read = 32'h0;
    command_reg_w = command_reg;
    test_reg_w = test_reg;
    status_reg_w = status_reg;
    addr_mm_rqst = mm_addr_i;  
    data_mm_rqst = mm_dat_i;  
    case(addr_mm_rqst)
        8'h0:
            data_read = mm_we_i ? 32'b0 : 32'hdeaddead;
        8'h4: begin
            data_read = mm_we_i ? 32'b0 : test_reg;   
            test_reg_w = (mm_we_i  && valid_mm_rqst) ? data_mm_rqst : test_reg;
        end
        8'h8: begin
            data_read = mm_we_i ? 32'b0 : status_reg;
            status_reg_w = (mm_we_i && valid_mm_rqst) ? data_mm_rqst : status_reg;
        end
        8'hc: begin
            data_read = mm_we_i ? 32'b0 : command_reg;
            command_reg_w = (mm_we_i && valid_mm_rqst) ? data_mm_rqst : command_reg;
        end
        default: begin
        end
    endcase
end
endmodule
### flow/constraint.sdc
current_design onfi_reg

set clk_period 59.4
set clk_io_pct 0.2

create_clock -name clk0 -period $clk_period [get_ports {mm_clk_i}]

set non_clock_inputs [all_inputs -no_clocks]
set_input_delay [expr $clk_period * $clk_io_pct] -clock clk0 $non_clock_inputs
set_output_delay [expr $clk_period * $clk_io_pct] -clock clk0 [all_outputs]
==> reports/qor.yml <==
place:
  routabilityCongestion: 0.744
  dpl_cell_area_mm2: 0.00589
  portBuffers: 109
  post-dp-hpwl_um: 6500
timing:
  timing.final.max_slew_violations: 0
  finalSetupTns_ps: 0
  skew_ps: 0.0711
  tightest_slew_ps: 642
  period_minus_slack_ps: 26000
  period_used_pct: 43.8
  setup-violations-final: 0
  rsz0062_at_grt: "false"
  fmax_mhz: 38.5
  hold_violations: 0
  max-slew-margin-rel_pct: 57.2
hold_path:
  hp-class: "reg2reg"
die:
  ios: 111
  core-area_mm2: 0.0115
  chip_area_mm2: 0.0123
  row_count: 39
  initial_core_util_pct: 41.2
  fp.dieH_um: 111
  die_w_um: 111
setup_path:
  cp.required_ps: 47520
  worstSetupPathType: "in2out"
  crit_path_end_kind: "primary output"
  cp_max_fo: 32
  arrival_ps: 14120
  crit_path_start_kind: "input port"
clock_network:
  cts_setup_buffers: 0
  clock_latency_ps: 340
  cts_inserted_buffers: 9
  cts_tree: "done"
  path_clk_slew_ps: 60
  clockRootBuffer: "clkbuf_16"
  clock_sinks: 98
  clockBufferDepth: 2
  cts_resized: 0
  htree_levels: 3
  cts_hold_buf: 0
cells_and_area:
  design_area_mm2: 0.00619
  fillCellCount: 1017
  synthToLayoutAreaGrowth_pct: 30.4
  final_util_pct: 53.8
  layout_top_cell: "nand2b_1"
  lay_top_cells: "nand2b_1 (129), mux2i_1 (118), clkdlybuf4s50_1 (106)"
  layout-drive-gt1-share_pct: 7.04
global_routing:
  grt_pass1_vias: 3515
  grt_max_degree: 67
  grt_overflow_total: 0
  grt_antenna_before_repair: 0
  grtUsageTotal_pct: 18.5
  grt_pass1_wl_um: 17800
route:
  routed_wirelength_um: 11000
  drc: 0
  wl_per_cell_um: 15.4
  antennaDiodeCount: 0
  first_iter_violations: 210
  ant_nets: 0
  dr_total_vias: 3544
  dr.pass1.iters: 21
  via_per_inst: 4.98
logic_synthesis:
  ys_cells: 471
  synth_area_per_cell_um2: 10.1
  ys.flops: 98
  yosysChipArea_mm2: 0.00475
  synthCells: 471
  yosys_warnings: 1
  yosysUniqueCellTypes: 22
  netlist_area_mm2: 0.00475
  synth_seq_share_pct: 41.3
pwr:
  p_leak_uw: 0.00284
  p_per_area_mw_per_mm2: 21.6
  vdd_ir_drop_max_mv: 0.0150
  power_uw: 134
flow_run:
  tool_warnings: 25
  drv_cap: 0
outcome:
  run_status: "finished clean"
## synthesized netlist by cell type
cell / instances / area (um^2)
dfxtp_1: 98 / 1960
nor3b_1: 1 / 7.51
nand2b_1: 129 / 807
nand3b_1: 1 / 7.51
nand4_2: 2 / 25.0
mux2_2: 10 / 113
nor2_1: 32 / 120
or3_1: 1 / 6.26
buf_2: 10 / 50.1
buf_4: 1 / 7.51
nor2b_1: 2 / 12.5
mux2i_1: 118 / 1180
nor4_4: 1 / 21.3
buf_6: 6 / 67.6
clkbuf_1: 21 / 78.8
and3_1: 2 / 12.5
a211oi_1: 22 / 165
a22oi_1: 10 / 75.1
and4bb_1: 1 / 12.5
nand2_1: 1 / 3.75
nand3_2: 1 / 10.0
conb_1: 1 / 3.75
## metal layers
metal / vias to the layer above / GRT usage [%] / wire [um]
met5: - / 0 / 0
met4: 0 / 1.74 / 107
met1: 1658 / 28.6 / 5450
met3: 8 / 4.29 / 618
li1: 1789 / - / -
met2: 89 / 28.1 / 4780
## path summary, 6_finish.rpt
| check | start | cells past startpoint | to | slack (ps) |
|---|---|---|---|---|
| worst max-delay path | mm_addr_i[0] | 6 | mm_dat_o[31] | 33400 |
| worst min-delay path | c_state[1] | 1 | c_state[0] | 440 |
| worst max register to register | c_state[1] | 1 | c_state[0] | 58650 |
| worst min register to register | c_state[1] | 1 | c_state[0] | 440 |
## critical path: stages
cell	delay [ps]
clkdlybuf4s50_1	440
nor4_4	490
nand3b_1	140
buf_4	300
a211oi_1	330
clkdlybuf4s50_1	530
## cells by family (layout without fill, tap and decap cells)
| group | Yosys count | in the layout | share of synthesized area [%] |
|---|---|---|---|
| AND/OR/NAND/NOR | 174 | 174 | 22.0 |
| multiplexers | 128 | 128 | 27.2 |
| flip-flops | 98 | 98 | 41.3 |
| buffers and inverters | 38 | 135 | 4.29 |
| AND-OR/OR-AND | 32 | 32 | 5.06 |
| other | 1 | 1 | 0.0790 |
## cell type report
cell class	instances	area, um^2	share of cell area (%)
Multi-Input combinational cell	335	2600	42.0
Tap cell	143	179	2.89
Clock inverter	2	35.0	0.566
Clock buffer	14	264	4.26
Sequential cell	98	1960	31.7
Timing Repair Buffer	119	1150	18.6
## report_power, final
group	total (uW)	switching (uW)	leakage, uW	internal [uW]
Sequential	65.8	0.0300	0.000789	65.8
Clock	58.4	23.5	0.000147	34.9
Combinational	9.52	4.43	0.00191	5.09
Total	134	28.0	0.00284	106
## per-stage QoR
stage | setup WS, ps | cells | hold slack (ps)
5_1_grt | 33190 | 711 | 473
4_1_cts | 33330 | 711 | 445
3_5_place_dp | 33360 | 695 | 437
2_1_floorplan | 34770 | 471 | 407
6_report | 33400 | 711 | 443
3_3_place_gp | 33410 | 695 | 422
No activity file was given, so power comes from the tool's default toggle rates.
